==> flow/config.mk <==
export PLATFORM = sky130hd
export DESIGN_NAME = feed_forward_neural_network_top
export DESIGN_NICKNAME = feed_forward_neural_network_top
export VERILOG_FILES = /design/flow/design.v
export SDC_FILE = /design/flow/constraint.sdc
export NUM_CORES = 4
export LEC_CHECK = 1
export CORE_UTILIZATION = 40
==> flow/constraint.sdc <==
current_design feed_forward_neural_network_top

set clk_period 32.2
set clk_io_pct 0.2

create_clock -name clk0 -period $clk_period [get_ports {clk}]

set non_clock_inputs [all_inputs -no_clocks]
set_input_delay [expr $clk_period * $clk_io_pct] -clock clk0 $non_clock_inputs
set_output_delay [expr $clk_period * $clk_io_pct] -clock clk0 [all_outputs]
==> flow/design.v <==
module feed_forward_neural_network_top #(parameter
    BITS_PER_WORD = 32,
    INPUT_VECTOR_COUNT = 1,
    INPUT_VECTOR_SIZE=2,
    INPUT_WORD_SIZE=1,
    HIDDEN_LAYER_SIZE = 2,
    OUTPUT_VECTOR_SIZE = 1,
    BIAS_SIZE = 1,
    CLOG2_MAX_WEIGHTS_N = 2,
    CLOG2_MAX_WEIGHTS_M = 2
) (
    input clk,
    input reset_n,
    input weights_en,
    input [0:0] weights_layer_address,
    input [CLOG2_MAX_WEIGHTS_N-1:0] weights_n_address,
    input [CLOG2_MAX_WEIGHTS_M-1:0] weights_m_address,
    input signed [BITS_PER_WORD-1:0] weights_data,
    input in_en,
    input[INPUT_VECTOR_SIZE-1:0] in_data,
    output reg out_en,
    output reg[(BITS_PER_WORD * OUTPUT_VECTOR_SIZE)-1:0] out_data
);
reg [BITS_PER_WORD-1:0] x [INPUT_VECTOR_COUNT-1:0][INPUT_VECTOR_SIZE / INPUT_WORD_SIZE+BIAS_SIZE-1:0];
reg signed [BITS_PER_WORD-1:0]  w1 [INPUT_VECTOR_SIZE / INPUT_WORD_SIZE + BIAS_SIZE-1:0][HIDDEN_LAYER_SIZE-1:0];
reg signed [BITS_PER_WORD-1:0] h1 [INPUT_VECTOR_COUNT-1:0][HIDDEN_LAYER_SIZE+BIAS_SIZE-1:0];
reg signed [BITS_PER_WORD-1:0] w2 [HIDDEN_LAYER_SIZE+BIAS_SIZE-1:0][OUTPUT_VECTOR_SIZE-1:0];
localparam MULTIPLY_RESULT_HI_BIT = BITS_PER_WORD + BITS_PER_WORD/2 - 1;
localparam MULTIPLY_RESULT_LOW_BIT = BITS_PER_WORD/2;
reg [(BITS_PER_WORD*2)-1:0] multiply_result;
function automatic [BITS_PER_WORD-1:0] relu ;
    input signed [BITS_PER_WORD-1:0] value;
    begin
        relu = (value[BITS_PER_WORD-1] == 1) ? 0 : value;
    end
endfunction
genvar i_gen, j_gen, k_gen;
for(i_gen = 0; i_gen < INPUT_VECTOR_COUNT; i_gen=i_gen+1) begin
    for(j_gen = 0; j_gen < INPUT_VECTOR_SIZE / INPUT_WORD_SIZE; j_gen=j_gen+1) begin
        always @( posedge clk) begin
            x[i_gen][j_gen+1] = (in_data[INPUT_WORD_SIZE * j_gen + INPUT_WORD_SIZE - 1:INPUT_WORD_SIZE * j_gen]  << BITS_PER_WORD/2);
        end
    end
end
integer i, j, k;
always @( posedge clk) begin
    if (!reset_n) begin
        out_en <= 0;
        out_data <= 0;
    end else begin
        if (weights_en) begin
            if (weights_layer_address == 0) begin
                w1[weights_n_address][weights_m_address] <= weights_data;
            end else if (weights_layer_address == 1) begin
                w2[weights_n_address][weights_m_address] <= weights_data;
            end
        end
        if (in_en) begin    
            for(i = 0; i < INPUT_VECTOR_COUNT; i=i+1) begin
                x[i][0] = 1  << BITS_PER_WORD/2;
            end
            for(i = 0; i < INPUT_VECTOR_COUNT; i=i+1) begin
                h1[i][0] = 1  << BITS_PER_WORD/2;;
                for(j = 0; j < HIDDEN_LAYER_SIZE; j=j+1) begin
                    h1[i][j+1] = 0;
                    for(k = 0; k < INPUT_VECTOR_SIZE / INPUT_WORD_SIZE + BIAS_SIZE; k=k+1) begin
                        multiply_result =  {{BITS_PER_WORD{x[i][k][BITS_PER_WORD-1]}}, x[i][k]} * {{BITS_PER_WORD{w1[k][j][BITS_PER_WORD-1]}}, w1[k][j]};
                        h1[i][j+1] = h1[i][j+1] + multiply_result[MULTIPLY_RESULT_HI_BIT:MULTIPLY_RESULT_LOW_BIT];
                    end
                     h1[i][j+1] = relu(h1[i][j+1]);
                end
            end
            for(i = 0; i < OUTPUT_VECTOR_SIZE; i=i+1) begin
                out_data = 0;
                for(j = 0; j < HIDDEN_LAYER_SIZE + BIAS_SIZE; j=j+1) begin
                    for(k = 0; k < INPUT_VECTOR_COUNT; k=k+1) begin
                        multiply_result =  {{BITS_PER_WORD{h1[k][j][BITS_PER_WORD-1]}}, h1[k][j]} * {{BITS_PER_WORD{w2[j][i][BITS_PER_WORD-1]}}, w2[j][i]};
                        out_data = out_data + (multiply_result[MULTIPLY_RESULT_HI_BIT:MULTIPLY_RESULT_LOW_BIT] << (i * BITS_PER_WORD));
                    end
                end
            end
            out_en <= 1;
        end
        out_data <= out_data;
    end
end
endmodule
==> flow/run.sh <==
#!/bin/bash
# OpenROAD 26Q1-2900-gdf79404cd8, Yosys 0.63+post, stock flow scripts
make -C /OpenROAD-flow-scripts/flow DESIGN_CONFIG=/design/flow/config.mk WORK_HOME=/design/flow/orfs finish
==> run_results.csv <==
group,metric,value,unit
critical_path,r2r-start,"x[0][16]$_DFF_P_",
floorplan,die_y,427.4,µm
critical_path,crit_fanout,67,
critical_path,reg2reg_depth,59,
final_timing,setup_viol,0,
routing,drt-vias-per-instance,5.029,
layout,layout_top_cell,"inv_1",
critical_path,cpMaxStageDelayCell,"and2_1",
cts,cts_tree,"done",
place,io_buffers,75,
synth,yosysWarnings,3,
global_routing,grt_start_max_net_pins,68,
cts,insertion_delay,0.64,ns
place,routabilityCongestion,0.9649,
routing,first_pass_iters,6,
final_timing,rsz0062_at_grt,"no",
critical_path,arrival,18.41,ns
synth,synth_area_per_cell,9.587,µm²
routing,wl,202.4,mm
global_routing,track_usage,24.99,%
outcome,status,"completed",
final_timing,maxSlewViolCount,0,
final_timing,hold_viol,0,
layout,final_cell_mix,"inv_1, fa_1, nand2_1, and2_1, ha_1",
floorplan,chipArea,182700,µm²
critical_path,end_kind,"register",
layout,area_growth,6.736,%
synth,enable_flop_cells,288,
cts,clk_pin_slew,0.07,ns
global_routing,grt_pass1_wl,319.9,mm
critical_path,regToRegSetupSlack,14.35,ns
final_timing,hold_slack,0.4948,ns
layout,drive_above_1_share,4.019,%
layout,fin_util,43.16,%
critical_path,crit_path_start_kind,"register",
place,dpl.hpwl,157.4,mm
final_timing,period_needed,17.85,ns
global_routing,grt_overflow,0,
synth,syn-cell-area,72380,µm²
cts,root_buffer,"clkbuf_16",
hold_path,holdPathStages,1,
hold_path,holdCritStartpoint,"out_data[0]$_SDFFE_PN0P_",
cts,post_cts_resized,0,
critical_path,reg2reg_to,"out_data[31]$_SDFFE_PN0P_",
final_timing,fmax,0.05603,GHz
routing,vias,49410,
global_routing,grt_pass1_vias,54350,
final_timing,tightest_slew,1.013,ns
critical_path,worstPathRequired,32.76,ns
hold_path,hold_end,"out_data[0]$_SDFFE_PN0P_",
run,drv_cap,0,
floorplan,die_w,427.4,µm
global_routing,antenna_found_initial,8,
critical_path,slowest_delay,0.84,ns
cts,cts_hold_buf,0,
final_timing,finClkSkew,0.05494,ns
floorplan,fp_util,40.44,%
synth,ys_types,79,
critical_path,critical_path.most_common_cell,"fa_1",
floorplan,rows,155,
final_timing,max_slew_margin,32.24,%
floorplan,core_area,179000,µm²
synth,ys_seq_share,12.92,%
routing,wl_per_cell,20.61,µm
cts,cts.sinks,323,
critical_path,worstSetupPathType,"register to register",
cts,max-clock-path-buffers,3,
routing,drc,0,
synth,yosysChipArea,72380,µm²
run,openroad.warnings,25,
routing,ant_nets,0,
cts,numCtsBuffers,30,
synth,synth_top_flop_cell,"edfxtp_1",
synth,ys.flops,323,
hold_path,holdCritPathClass,"register to register",
final_timing,setup_tns,0,ns
cts,htree_levels,1,
synth,yosysCellCount,7550,
floorplan,io_pins,76,
final_timing,fin_crit_sh,55.43,%
layout,fillCellCount,16660,
routing,drtIter0Drc,2280,
synth,async_flop_share,0,%
synth,syn_inst,7550,
cts,cts_setup_buffers,0,
-- cells by family after synthesis --
| kind of cell | Yosys count | synth area share [%] |
|---|---|---|
| compound gates | 401 | 3.561 |
| buf+inv | 2165 | 11.25 |
| fa+ha+maj | 2120 | 53.51 |
| flops | 323 | 12.92 |
| xor+xnor | 180 | 2.373 |
| mux | 16 | 0.2212 |
| simple gates | 2345 | 16.17 |
-- sequential cells by signal, summed over array words and instances (netlist names) --
name,flops
w1,192
w2,96
out_data,32
x,2
out_en,1
-- through the flow --
| stage | setup slack, ns | area (µm²) | std cells |
|---|---|---|---|
| final | 14.35 | 77260 | 9824 |
| after global routing | 13.32 | 77250 | 9821 |
| after CTS | 14.39 | 77250 | 9820 |
| after detailed placement | 14.52 | 76140 | 9764 |
| after global placement | 14.71 | 76140 | 9764 |
| after floorplan | 17.02 | 72380 | 7550 |
-- cell usage after synthesis (all sizes together), types with 6 or more instances --
cell    count  area [µm²]
inv      1785        6700
fa       1626       32550
nand2    1046        3929
and2      756        4735
ha        494        6181
clkbuf    367        1378
edfxtp    288        8648
and3      168        1056
a21oi     126       630.6
nor2      122       460.5
xnor2     118        1033
o21ai      78       390.4
nor2b      72       450.4
nor3       54       270.3
xor2       52       455.4
a21o       43       322.8
nand3      39       200.2
dfxtp      35       700.7
nand2b     26       162.7
o21a       26       195.2
mux2i      16       160.2
o21bai     16       123.9
a31oi      15       93.84
a211oi     14       105.1
nand4      14       87.58
buf        13       68.82
or3        13       81.33
o211ai     12       90.09
o31ai       9       67.56
or2         9       56.31
a211o       8       70.07
a21boi      8       60.06
xnor3       7       157.7
o31a        6       52.55
-- layer usage --
| metal | vias to the layer above | track usage, % | routed length (µm) |
|---|---|---|---|
| met4 | 6 | 7.137 | 7594 |
| met5 | - | 1.217 | 218 |
| met2 | 1983 | 37.81 | 94160 |
| met1 | 25080 | 33.23 | 77180 |
| met3 | 274 | 11.85 | 23280 |
| li1 | 22060 | - | - |
-- worst max-delay path: cells and delay by family (launching register included) --
kind,cells,cell delay (ns)
flops,1,0.52
simple gates,8,2.99
buf+inv,9,1.60
xor+xnor,16,4.00
compound gates,13,3.02
fa+ha+maj,13,5.66
-- worst max path at each step --
| stage | slack [ns] | endpoint | from |
|---|---|---|---|
| 5_1_grt | 13.32 | out_data[31]$_SDFFE_PN0P_ | x[0][16]$_DFF_P_ |
| 4_1_cts | 14.39 | out_data[31]$_SDFFE_PN0P_ | x[1][16]$_DFF_P_ |
| 6_report | 14.35 | out_data[31]$_SDFFE_PN0P_ | x[0][16]$_DFF_P_ |
-- final cells by class --
| class | count | area (µm²) | area share (%) |
|---|---|---|---|
| diodes | 4 | 10.01 | 0.01296 |
| clock buffers | 34 | 775.7 | 1.004 |
| clock inverters | 22 | 335.3 | 0.4340 |
| inverters | 1785 | 6700 | 8.672 |
| multi-input cells | 5062 | 55170 | 71.41 |
| flip-flops and latches | 323 | 9351 | 12.10 |
| well taps | 2355 | 2947 | 3.814 |
| repair buffers | 239 | 1972 | 2.552 |
